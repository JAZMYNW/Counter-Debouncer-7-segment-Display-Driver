===== /design/flow/run.sh =====
#!/bin/bash
# OpenROAD 26Q1-2900-gdf79404cd8, Yosys 0.63+post, stock flow scripts
make -C /OpenROAD-flow-scripts/flow DESIGN_CONFIG=/design/flow/config.mk WORK_HOME=/design/flow/orfs finish

===== /design/flow/config.mk =====
export PLATFORM = sky130hd
export DESIGN_NAME = clock_divider
export DESIGN_NICKNAME = clock_divider
export VERILOG_FILES = /design/flow/design.v
export SDC_FILE = /design/flow/constraint.sdc
export NUM_CORES = 4
export LEC_CHECK = 1
export CORE_AREA = 10 10 102 102
export DIE_AREA = 0 0 112 112

===== /design/flow/constraint.sdc =====
current_design clock_divider

set clk_period 2.8
set clk_io_pct 0.2

create_clock -name clk0 -period $clk_period [get_ports {clock_in}]

set non_clock_inputs [all_inputs -no_clocks]
set_input_delay [expr $clk_period * $clk_io_pct] -clock clk0 $non_clock_inputs
set_output_delay [expr $clk_period * $clk_io_pct] -clock clk0 [all_outputs]

===== /design/flow/design.v =====
`timescale 1ns / 1ps
module clock_divider(clock_in,clock_out);
input clock_in;  
output reg clock_out;  
reg[27:0] counter=28'd0;
parameter DIVISOR = 28'd100000000;
always @(posedge clock_in)
begin
 counter <= counter + 28'd1;
 if(counter>=(DIVISOR-1))
    counter <= 28'd0;
 clock_out <= (counter<DIVISOR/2)?1'b1:1'b0;
end
endmodule

==> summary.txt <==
Latest figures from synthesis and place and route.

The flow ran to the end, and the final reports show no timing, DRC or antenna violations. During I/O placement, the number of pins put on the boundary was 2. The time the final worst path needs with I/O delays and setup is between 2 and 2.5 ns.

Clock tree synthesis inserted a total of 5 buffers. The final layout contains routed wiring with a total length of 2730 um. The routed design shows a via density per instance of around 4.3. The first detailed-routing pass took 4 iterations.

The final layout reports a setup TNS of 0 ns. Per the finish-stage timing summary, setup violations number 0. The maximum fanout count along the critical path is 11. The most used flip-flop cell after synthesis is sky130_fd_sc_hd__dfxtp_1.

The clock latency on the worst-skew pair is about 0.28 ns. The average wire per standard cell is about 10 um. For reference, the critical path cell chain is ha_1, nand2_1, or4_1, or4_1, a211oi_1.

STA classifies the critical path endpoint as a register. The timing report shows that the slowest cell on the worst path is sky130_fd_sc_hd__or4_1. Per STA, the worst path accumulates the most delay in the family simple AND/OR/NAND/NOR gates. Static timing analysis puts the maximum clock frequency at between 400 and 500 MHz.

Yosys mapped a number of flops with a built-in enable equal to 0. The cell area that synthesis handed to floorplanning was 0.00139 mm^2. The number of sinks handled by clock tree synthesis is 29.

Per the CTS log, the root buffer master is sky130_fd_sc_hd__clkbuf_8. In this run the deepest clock path goes through 2 buffers. The number of antenna violations at the first check in global routing is 0. The fraction of the core area occupied by cells at floorplan is 0.169. RePlAce ended its routability-driven mode at a weighted congestion of a little under 0.8. For this design, Yosys synthesis ends with a cell count of about 160. The number of warnings reported in the stage logs is 25. The class of the most critical setup path is register to register. Compared with the post-synthesis result, the final layout area differs by 16.4%. The floorplan step defined a core boundary enclosing a little over 0.008 mm^2. The warning tally printed by Yosys for this design is 1. The via count of the first global-routing pass is slightly above 1,000.

In the finished design, the share of the clock period the worst path needs comes to 0.809. In the CTS report, the clock slew at the register clock pins of the worst setup and hold paths is listed as 0.06 ns. The number of gates resized after CTS was 0. The horizontal die dimension reported for this design is around 110 um. The area of the synthesized netlist per yosys stat is ~0.0014 mm^2.

The detail route stage leaves a number of antenna-violating nets equal to 0. STA classifies the critical path startpoint as a register. The top cell type's share of synthesized area is 0.419. The global-route usage over all layers is 0.0422. The diode insertion count for antenna repair is 0. The total count of hold-check failures in the final report is 0.

Counting every instance in the synthesized netlist gives about 160. Setup repair after global routing left no endpoint under its margin. The starting DRC count in detailed routing is ~58. The total congestion overflow after global routing is 0.

Max-slew check failures listed in the final report amount to 0. The path with the worst hold slack has its endpoint at clock_out. The ratio of total power to cell area is 505 mW/mm^2.

The mean cell area of the mapped netlist is 8.88 um^2. The number of cells on the worst hold path is listed as 1. For this design the static power due to leakage is approximately 0.46 nW. The final route contains 1,141 vias. The clock tree from TritonCTS is yes.

The number of buffers and inverters on the critical path is 0. The number of remaining DRC errors is 0. During placement, the flow inserted port buffers numbering 1.

The HPWL after detailed placement is 1810 um. The worst endpoint required time is about 3 ns. The start point of the worst min-delay path is counter[26]. The pin count of the biggest net entering global routing is 22.

The worst reg-to-reg path cell count is 5. The first global-routing pass estimated about 4700 um of wire. The delay of the slowest critical-path stage is roughly 0.7 ns. The worst register-to-register path ends at counter[22]. In the final layout, the share of cells above drive strength 1 is 0.0875. The worst reg2reg path startpoint is counter[0].

The cell with the most instances on the worst path is sky130_fd_sc_hd__or4_1. The H-tree depth is 2. The height of the die is 112 um.

At the end of the flow the core is filled with cells to 0.196. After clock tree synthesis, the flow added hold-fix buffers numbering 0. The chip area is 0.0125 mm^2. Once the clock tree was built, the setup fixing pass inserted 0 buffers. The arrival time at the worst endpoint is ~2.5 ns.

The synthesis report lists the most area-consuming cells as sky130_fd_sc_hd__dfxtp_1 42%, sky130_fd_sc_hd__a211oi_1 7.0%, sky130_fd_sc_hd__nor3_1 5.8%, sky130_fd_sc_hd__xnor2_1 5.7%, sky130_fd_sc_hd__or3_1 4.5%. The report counts max-capacitance violations totalling 0. Per Yosys stat, the portion of area used by sequential elements is 0.419.

The flop and latch count out of synthesis is 29. The most common logic cell in the final layout is sky130_fd_sc_hd__dfxtp_1. In this run the register-to-register setup slack is ~0.54 ns. The number of distinct library cells after synthesis is 35. The total number of placement rows is 33. Leaving out fill and tap cells, the most frequent cells in the layout are 29 x sky130_fd_sc_hd__dfxtp_1, 16 x sky130_fd_sc_hd__nor3_1, 13 x sky130_fd_sc_hd__a211oi_1, 10 x sky130_fd_sc_hd__or3_1.

The async set or reset register ratio after synthesis is 0. The largest total area in the synthesized netlist belongs to sky130_fd_sc_hd__dfxtp_1. The type recorded for the worst min-delay path is register to register. The final setup skew is about 0.0051 ns. The worst IR drop on VDD is 307 uV.
-- area by class of cell --
cell class                      instances  area, um^2
Clock buffer                            7        96.3
Clock inverter                          1        5.00
Fill cell                             883        6600
Inverter                                5        18.8
Multi-Input combinational cell        114         748
Sequential cell                        29         581
Tap cell                              105         131
Timing Repair Buffer                    4        32.5
-- logic make-up after synthesis --
logic type | count (synthesis) | share of synthesized area
and+or+nand+nor | 68 | 0.294
AOI/OAI and AO/OA | 32 | 0.159
DFF | 29 | 0.419
buffers and inverters | 13 | 0.0406
xor gates and xnor gates | 12 | 0.0759
adders and majority gates | 1 | 0.00903
other | 1 | 0.00271
-- cell usage after synthesis (all sizes together) (2+ instances only) --
library cell  count
a21oi             2
nor2              2
xor2              3
and4              2
nand2             9
inv               5
buf               7
nor4b             3
dfxtp            29
a211oi           13
o31ai             4
nand3             8
o21ai             9
or3              10
and3              2
or4               8
xnor2             9
nand4             4
nor3             16
-- layer usage --
metal	vias to the layer above	GRT usage	wire length, um
met5	-	0	0
met2	13	0.0633	1140
met3	6	0.0109	97
met1	530	0.0603	1430
met4	0	0.00761	58
li1	592	-	-
-- sequential cells by signal (all words and copies together) (netlist names) --
name / flops
clock_out: 1
counter: 28
-- worst max-delay path by stage --
stage,start,to,slack [ns],cells past startpoint
global route,counter[0],counter[22],0.44,5
CTS,counter[0],counter[22],0.54,5
finish,counter[0],counter[22],0.54,5
-- metrics by stage --
stage / power [W] / hold slack (ns) / setup WS, ns / cell area (um^2) / std cells
finish: 0.000814 / 0.457 / 0.535 / 1610 / 265
global route: 0.000845 / 0.490 / 0.442 / 1610 / 265
CTS: 0.000827 / 0.466 / 0.536 / 1610 / 265
detailed placement: 0.000449 / 0.460 / 0.593 / 1510 / 257
global placement: 0.000448 / 0.460 / 0.637 / 1510 / 257
floorplan: 0.000442 / 0.416 / 0.871 / 1390 / 156
-- where the power goes --
part	total (W)	internal [W]	switching, W
registers	0.000422	0.000418	0.00000431
logic	0.0000174	0.00000812	0.00000927
clock network	0.000374	0.000222	0.000153
total	0.000814	0.000648	0.000166
Power figures rest on the tool's default switching activity, not on a simulated workload.
