<file path="config.mk">
export PLATFORM = sky130hd
export DESIGN_NAME = display_control
export DESIGN_NICKNAME = display_control
export VERILOG_FILES = /design/flow/design.v
export SDC_FILE = /design/flow/constraint.sdc
export NUM_CORES = 4
export LEC_CHECK = 1
export CORE_AREA = 10 10 70 70
export DIE_AREA = 0 0 80 80
</file>
<file path="constraint.sdc">
current_design display_control

set clk_period 2.0
set clk_io_pct 0.2

create_clock -name clk0 -period $clk_period [get_ports {clk}]

set non_clock_inputs [all_inputs -no_clocks]
set_input_delay [expr $clk_period * $clk_io_pct] -clock clk0 $non_clock_inputs
set_output_delay [expr $clk_period * $clk_io_pct] -clock clk0 [all_outputs]
</file>
<file path="design.v">
`timescale 1ns / 1ps
module mux41(J, K, L, M, S, out);
    input  [3:0]J, K, L, M;
    input  [1:0] S;
    output [3:0] out;
    reg [3:0] out_o;
    always@(*) begin
        case (S)
        2'b00: out_o= J;
        2'b01: out_o= K;
        2'b10: out_o= L;
        2'b11: out_o= M;
        endcase
    end 
    assign out= out_o;
endmodule
`timescale 1ns / 1ps
module display_control( 
    input clk,reset_n,
    input [15:0] counted,
    output [3:0] out,
    output [3:0] digit_select
     );
    reg [1:0]count; 
    wire [1:0] count_o;  
    reg [3:0] w1=4'b1110;
    reg [3:0] w2=4'b1101;
    reg [3:0] w3=4'b1011;
    reg [3:0] w4=4'b0111;
    wire [3:0] c0,c1,c2,c3;
     always @(posedge clk or negedge reset_n)begin
        if (!reset_n) begin
         count <= 2'b0; 
        end else begin
                 count <= count + 2'b1;
        end
      end 
assign count_o = count;
assign c0 = counted[3:0];
assign c1 = counted[7:4];
assign c2 = counted[11:8];
assign c3 = counted[15:12];
mux41 uu1(.J(w1), .K(w2), .L(w3), .M(w4), .S(count_o), .out(digit_select));
mux41 uu2(.J(c0), .K(c1), .L(c2), .M(c3), .S(count_o), .out(out));
endmodule
</file>
<file path="run.sh">
#!/bin/bash
# OpenROAD 26Q1-2900-gdf79404cd8, Yosys 0.63+post, stock flow scripts
make -C /OpenROAD-flow-scripts/flow DESIGN_CONFIG=/design/flow/config.mk WORK_HOME=/design/flow/orfs finish
</file>
==> out/results.txt <==
status = finished clean
CP max FO = 5
Syn Std Cell Area = 208 µm²
Largest register FFs = 2
DRT Wirelength = 1.20 mm
layout cell share with drive strength beyond 1 = 28.3%
DR vias = 293
Clock Skews = 2.40 ps
Routed WL per cell = 12.1 µm
cell with the most instances after synthesis = inv_1
Yosys Instances = 24
Final setup viols = 0
largest area contributor in the netlist = dfrtp_1
Min-Delay Path Class = in2async
f_max = 517 MHz
RSZ-0062 raised after global routing = yes
count of library flops with an enable pin = 0
Core Region = 3420 µm²
Yosys Chip Area = 208 µm²
Critical path origin = count[1]
Late-Pin Clk Latency = 220 ps
Fin. Hold Viols = 0
PortBufs = 25
Top-Level Pins = 26
Top cells by area = dfrtp_1 (24%), ha_1 (24%), a222oi_1 (19%)
R2R cell count = 2
Die Height = 80 µm
diodes inserted = 0
CTS Root Cell = clkbuf_4
Cell Rows = 21
crit path to = digit_select[0]
Slew HR = 74.1%
Mapped Avg Cell Area = 8.65 µm²
Init Core Util = 6.08%
grt total ovfl = 0
Max-area cell share = 24.1%
Clock Tree Buf Depth = 2
Commonest flop = dfrtp_1
HPWL Detailed = 1.06 mm
worst IR drop on VDD = 183 µV
worst hold slack = 342 ps
initial antenna violation count = 0
first-pass GRT wire length = 1.79 mm
htree depth = 1
overall routing resource usage = 3.66%
crit path DRT = 1600 ps
register area share after synthesis = 24.1%
Crit Reg-Reg Startpoint = count[1]
Setup CP Type = reg2out
Num Clock Sinks = 2
Post-Route Setup TNS = 0 ps
Syn Inst Count = 24
FFs w/ async S/R, synth = 100%
Top reg by flops = count
max_cap viols = 0
part of the cycle the worst path needs = 96.7%
Iteration-0 DRC Markers = 20
CTS tree = built
Final min period = 1930 ps
slowest stage delay, CP = 490 ps
tool warnings = 29
biggest regs = count: 2 flops
r2r endpoint = count[1]
synth warn = 2
WP data arrival = 1530 ps
Flops after synth = 2
DRC Markers = 0
Vias per Instance = 2.96
top cells by count = inv_1 (6), a21oi_1 (4), a222oi_1 (4), ha_1 (4), nor2b_1 (4)
r2r setup slk = 1130 ps
vias in the first global route = 362
Placer Congestion = 0.732
pin count of the biggest net entering global routing = 6
Post-CTS Hold Fix Bufs = 0
Inserted Clock Buffers = 3
die area = 6400 µm²
DR pass1 iterations = 4
Die Span X = 80 µm
ANT nets after route = 0
CP Cell Sequence = inv_1 -> ha_1 -> inv_2 -> clkdlybuf4s50_1
max-slew violation count = 0
Layout Area Growth over Synthesis = 167%
Distinct lib cells used = 6
CP max-delay cell = clkdlybuf4s50_1
crit path capture type = output pin
Setup crit start kind = register
Clock transition at path regs = 30 ps
Worst Max-Slew Pin Slew = 388 ps
Leak = 0.200 nW
cell area power density = 312 nW/µm²
==> routing by layer <==
layer / track usage [%] / wire (µm)
met1: 4.45 / 537
met4: 0.528 / 0
met3: 2.16 / 145
met5: 0 / 0
met2: 5.54 / 512
==> worst min-delay path by stage <==
stage | endpoint | slack (ps)
6_report | count[1] | 340
5_1_grt | count[1] | 340
4_1_cts | count[1] | 330
==> cell usage in the layout, fill, tap and decap left out, types with 2 or more instances in the layout <==
| cell type | count |
|---|---|
| a21oi_1 | 4 |
| nor2b_1 | 4 |
| clkbuf_4 | 3 |
| ha_4 | 2 |
| inv_2 | 2 |
| a222oi_1 | 4 |
| buf_2 | 4 |
| clkdlybuf4s50_1 | 21 |
| inv_1 | 4 |
| dfrtp_2 | 2 |
==> where the power goes <==
group          internal, mW  switching (mW)
Clock                0.0663          0.0239
Combinational        0.0335         0.00865
Sequential           0.0407               0
Total                 0.141          0.0325
==> worst max-delay path, delay by kind of cell (launching register included) <==
| kind | cells | cell delay, ps |
|---|---|---|
| flip-flops | 1 | 400 |
| adder cells (fa/ha/maj) | 1 | 230 |
| buffers and inverters | 3 | 670 |
==> area by class of cell <==
type	count	area [µm²]
Multi-Input combinational cell	16	163
Inverter	6	22.5
Timing Repair Buffer	26	238
Fill cell	396	2860
Clock buffer	3	22.5
Sequential cell	2	52.6
Tap cell	46	57.6
==> per-stage QoR <==
stage / total power, mW / cell area, µm² / utilization [%] / setup slack (ps) / cells
after floorplan: 0.0442 / 208 / - / 592 / 24
after global placement: 0.0876 / 515 / 15.1 / -171 / 95
after CTS: 0.180 / 554 / 16.2 / 3.53 / 99
final: 0.173 / 556 / 16.3 / 66.7 / 99
after detailed placement: 0.0879 / 515 / 15.1 / -174 / 95
after global routing: 0.183 / 556 / 16.3 / -5.84 / 99
==> timing repair <==
action                                  in CTS  in global routing
setup buffers                                1                  0
gates resized                               20                  1
endpoints found under the setup margin       4                  6
pin swaps                                    9                  2
==> cells by family after synthesis <==
kind of cell,count (synthesis),synth area share (%)
AOI/OAI and AO/OA,8,28.9
adders and majority gates,4,24.1
buffers and inverters,6,10.8
DFF,2,24.1
and+or+nand+nor,4,12.0
No activity file was given, so power comes from the tool's default toggle rates.
