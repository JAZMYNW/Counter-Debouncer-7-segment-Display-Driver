--- flow/config.mk ---
export PLATFORM = sky130hd
export DESIGN_NAME = clock_divider_1kHz
export DESIGN_NICKNAME = clock_divider_1kHz
export VERILOG_FILES = /design/flow/design.v
export SDC_FILE = /design/flow/constraint.sdc
export NUM_CORES = 4
export LEC_CHECK = 1
export CORE_AREA = 10 10 86 86
export DIE_AREA = 0 0 96 96
--- flow/constraint.sdc ---
current_design clock_divider_1kHz

set clk_period 4.4
set clk_io_pct 0.2

create_clock -name clk0 -period $clk_period [get_ports {clock_in}]

set non_clock_inputs [all_inputs -no_clocks]
set_input_delay [expr $clk_period * $clk_io_pct] -clock clk0 $non_clock_inputs
set_output_delay [expr $clk_period * $clk_io_pct] -clock clk0 [all_outputs]
--- flow/design.v ---
`timescale 1ns / 1ps
module clock_divider_1kHz(clock_in,clock_out);
input clock_in;  
output reg clock_out;  
reg[27:0] counter=28'd0;
parameter DIVISOR = 28'd100000;
always @(posedge clock_in)
begin
 counter <= counter + 28'd1;
 if(counter>=(DIVISOR-1))
    counter <= 28'd0;
 clock_out <= (counter<DIVISOR/2)?1'b1:1'b0;
end
endmodule
--- flow/run.sh ---
#!/bin/bash
# OpenROAD 26Q1-2900-gdf79404cd8, Yosys 0.63+post, stock flow scripts
make -C /OpenROAD-flow-scripts/flow DESIGN_CONFIG=/design/flow/config.mk WORK_HOME=/design/flow/orfs finish
==> out/metrics.csv <==
metric;value;unit
ys_seq_share;0.5093;
path_cells;ha_1 > nand4_1 > a2111oi_0 > a311o_1 > buf_4 > nor2_1;
tightest_slew;686.9;ps
io_pins;2;
cts_resized;0;
finalClockSkew;5.174;ps
fin_crit;2327;ps
rsz0062_at_grt;no;
cpPeakStageDelay;630;ps
tns;0;ps
dieHeight;96;um
powerDensity;370.8;nW/um^2
ys.flops;29;
slew_headroom;0.5421;
cp-start-kind;flop;
drt_iter0_markers;27;
drive_gt1_frac;0.1484;
slowest_stage;a311o_1;
remaining_drc_errors;0;
syn_avg_cell_area;10.36;um^2
cts_tree;done;
clock_latency;270;ps
worstSetupEndpointType;flop;
core_area;5540;um^2
top_cells_by_count;dfxtp_1, xnor2_1, nor2_1;
dr.pass1.iters;4;
edf_count;0;
synth_top_flop_cell;dfxtp_1;
hp-class;flop to flop;
finalClockPeriodUsage;0.5289;
yosys_warnings;1;
fin_ws;2073;ps
clockBufferDepth;2;
core.rowCount;27;
grt_pass1_vias;681;
die_w;96;um
fin_util;0.2446;
grt_max_degree;12;
critPathTopFamily;AND-OR/OR-AND gates;
cts_made_buffers;5;
yosys_area;1140;um^2
cap_viol_max_count;0;
clkSinkCount;29;
antenna_found_initial;0;
clock-root-buffer;clkbuf_8;
routed_wl;1668;um
status;complete, no violations;
synth.most_common_cell;dfxtp_1;
area_growth;18.88;%
setup_viol;0;
place_hpwl;1167;um
finalHoldViolations;0;
leakage;0.4067;nW
fillers;578;
warnings;25;
vias;763;
netlist.top_cell.by_area;dfxtp_1;
wl_per_cell;8.340;um
cp_num_buf_inv;1;
crit_type;flop to flop;
io_buffer_count;1;
final_max_slew_viol_count;0;
grt_first_pass_wirelength;2967;um
top_cell_area_share;0.5093;
area_leaders;dfxtp_1, xnor2_1, nor2_4;
globalRoute.totalOverflow;0;
max_freq;429.7;MHz
worstPathRequired;4560;ps
dpl_worst_slack;2064;ps
cts.hold.buffers_added;0;
critical_path_arrival;2490;ps
worst_hold_slack;463.3;ps
initCoreUtil;0.2057;
postCtsSetupRepairBufs;0;
cp_max_fo;11;
syn_inst;110;
ir_worst_vdd;0.0001364;V
yosysUniqueCellTypes;26;
synth_area;1140;um^2
path_clk_slew;50;ps
yosys_cells;110;
track_usage;0.03801;
gp_congestion;0.8159;
async_flop_share;0;
routed_via_density;3.815;
dieArea;9216;um^2
htreeDepth;2;
ant_nets;0;
insertedDiodeCount;0;
[registers in the layout, indices dropped and copies added (netlist names)]
name	cells
counter	28
clock_out	1
[final timing paths]
path	slack, ps	cells past startpoint	endpoint	startpoint
setup / recovery	2070	6	counter[8]$_SDFF_PP0_	counter[0]$_SDFF_PP0_
hold / removal	460	1	counter[0]$_SDFF_PP0_	counter[0]$_SDFF_PP0_
setup reg to reg	2070	6	counter[8]$_SDFF_PP0_	counter[0]$_SDFF_PP0_
hold reg to reg	460	1	counter[0]$_SDFF_PP0_	counter[0]$_SDFF_PP0_
[stage by stage]
stage | cell area, um^2 | power [mW] | cells
finish | 1355 | 0.5024 | 200
global route | 1355 | 0.5205 | 200
CTS | 1355 | 0.5097 | 200
detailed placement | 1254 | 0.2768 | 192
global placement | 1254 | 0.2766 | 192
floorplan | 1177 | 0.2761 | 120
[logic make-up (layout without fill, tap and decap cells)]
group | after synthesis | in the layout | share of synthesized area
XOR/XNOR | 15 | 15 | 0.1153
adder cells (fa/ha/maj) | 1 | 1 | 0.01098
AND-OR/OR-AND | 5 | 5 | 0.03293
flip-flops | 29 | 29 | 0.5093
buffers and inverters | 7 | 15 | 0.04391
other | 1 | 11 | 0.003290
AND/OR/NAND/NOR | 52 | 52 | 0.2843
[where the power goes]
| group | internal [mW] | total, mW | switching [mW] |
|---|---|---|---|
| Sequential | 0.268 | 0.269 | 0.00128 |
| Combinational | 0.000386 | 0.00154 | 0.00115 |
| Clock | 0.141 | 0.231 | 0.0906 |
| Total | 0.409 | 0.502 | 0.0930 |
[cell type report]
type	count	area (um^2)	area share
clock inverter	1	5.005	0.003693
tap	72	90.09	0.06648
sequential	29	580.6	0.4284
inverter	5	18.77	0.01385
timing repair buffer	2	17.52	0.01293
multi-input combinational	84	546.8	0.4035
clock buffer	7	96.34	0.07110
[metal layers]
layer,track usage,part of all wire
met1,0.05602,0.52
met2,0.05381,0.41
met3,0.007862,0.032
met4,0.01351,0.039
met5,0,0
[cell usage in the layout (no fill, tap or decap), types with 5 or more instances in the layout]
cell type / count
inv_1: 5
nand3_1: 6
conb_1: 11
nor3_1: 5
xnor2_1: 14
dfxtp_1: 29
nand4_1: 7
nor2_1: 10
nor4_1: 6
clkbuf_8: 7
nor2_4: 8
Power figures rest on the tool's default switching activity, not on a simulated workload.
